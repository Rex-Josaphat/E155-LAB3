==> /design/flow/design.v <==
module ledControl #(parameter  int SWITCH_COUNT = 100_000)( 
        input logic clk, reset,
        input logic [3:0] sw1, sw2,
        output logic [1:0] onSeg,  
        output logic [3:0] sevenSegIn);
        logic seg_en;  
        logic [24:0] counter;
        logic [3:0] next_sw;  
        assign segSum = sw1 + sw2;
        always_ff @(posedge clk) begin
            if(reset == 0) begin
                counter <= 0; seg_en <= 0;
            end
                else if (counter == SWITCH_COUNT-1) begin  
                counter <= 0;
                seg_en <= ~seg_en; 
            end
            else counter <= counter + 1;
        end
        always_comb begin
            next_sw = (seg_en == 0) ? sw1 : sw2;  
            if (counter < 500) begin  
                onSeg = 2'b00;  
                sevenSegIn = next_sw;  
            end else begin
                onSeg = (seg_en == 0) ? 2'b10 : 2'b01;  
                sevenSegIn = next_sw;  
            end
        end
endmodule
==> /design/flow/run.sh <==
#!/bin/bash
# OpenROAD 26Q1-2900-gdf79404cd8, Yosys 0.63+post, stock flow scripts
make -C /OpenROAD-flow-scripts/flow DESIGN_CONFIG=/design/flow/config.mk WORK_HOME=/design/flow/orfs finish
==> /design/flow/config.mk <==
export PLATFORM = sky130hd
export DESIGN_NAME = ledControl
export DESIGN_NICKNAME = ledControl
export VERILOG_FILES = /design/flow/design.v
export SDC_FILE = /design/flow/constraint.sdc
export NUM_CORES = 4
export LEC_CHECK = 1
export CORE_AREA = 10 10 90 90
export DIE_AREA = 0 0 100 100
export SYNTH_HDL_FRONTEND = slang
==> /design/flow/constraint.sdc <==
current_design ledControl

set clk_period 2.8
set clk_io_pct 0.2

create_clock -name clk0 -period $clk_period [get_ports {clk}]

set non_clock_inputs [all_inputs -no_clocks]
set_input_delay [expr $clk_period * $clk_io_pct] -clock clk0 $non_clock_inputs
set_output_delay [expr $clk_period * $clk_io_pct] -clock clk0 [all_outputs]
==> metrics.yaml <==
outcome: "completed"
m1WireLength_mm: 1.31
wl_met3_um: 86
max_freq_mhz: 393
cts_resized: 0
grt_pass1_wl_mm: 4.61
cts_buffer_depth: 2
yosys_area_um2: 1300
cts_tree: "done"
clockRootBuffer: "clkbuf_8"
netlist_top_cells_area: "dfxtp_1 (40%), xor2_1 (6.7%), nor2_1 (4.6%), a21oi_1 (3.9%), nand4_1 (3.9%)"
worst_pin_slew_ns: 0.473
fin_util: 0.250
max_cap_viol_count: 0
ant_nets: 0
hp-class: "flop to flop"
dp_slack_ns: 0.546
r2r_cells: 6
postSynthCellCount: 146
layout-drive-gt1-share: 0.113
place_congestion: 0.802
p_leak_nw: 0.530
setup_tns_ns: 0
combPwrFrac: 0.056
worstSetupPathType: "flop to output pin"
required_ns: 2.24
ff_type: "dfxtp_1"
ys_ff: 26
fp.dieH_um: 100
synth_area_leader_cell: "dfxtp_1"
ctsHoldBuffers: 0
crit_chain: "and4_1 -> o211a_1 -> nor3_1 -> nor2b_1 -> clkdlybuf4s50_1"
slowest_stage: "clkdlybuf4s50_1"
finalClockPeriodUsage: 0.909
cts.sinks: 26
intPower_mw: 0.523
die_x_um: 100
grt_antenna_before_repair: 0
post-route-min-period_ns: 2.55
vias: 1062
startpoint_type: "flop"
cts_setup_buffers: 0
portBuffers: 15
hold_path_depth: 1
cp_num_buf_inv: 1
crit_arrival_ns: 1.99
io_pins: 16
wl_per_cell_um: 11.1
cellPowerDensity_nw_per_um2: 417
warning_count: 25
clk_pin_slew_ns: 0.08
grt_max_degree: 18
rsz0062_at_grt: "no"
async_flop_share: 0
cts_buffers: 3
route.met2.wl_mm: 1.21
slew_headroom: 0.684
dieArea_um2: 10000
ys.warnings.count: 0
switching_share: 0.199
syn_area_um2: 1300
totalWireLength_mm: 2.63
rows: 29
routed.top_layer: "met4"
clock_skew_ns: 0.00520
setup_viol: 0
crit_cells: 5
p_seq_frac: 0.576
syn_area_per_cell_um2: 8.90
p_switching_mw: 0.130
grt-ovfl-total: 0
vdd_drop_max_mv: 0.275
drv_slew: 0
grt_usage: 0.0540
h-tree-depth: 1
cpLargestDelayFamily: "simple AND/OR/NAND/NOR gates"
clkPwrFrac: 0.368
core_um2: 6280
p_total_mw: 0.653
ys_cells: 146
cpPeakStageDelay_ns: 0.47
synth.distinct_cells: 34
worstSkewPairLatency_ns: 0.27
critical_path.max_fanout: 9
first_pass_iters: 4
vias_per_cell: 4.50
drt_iter0_drc: 63
synth-edff-count: 0
cp-end-kind: "output pin"
diodes: 0
areaGrowthSynthToFinish_pct: 20.7
drc: 0
timing.final.ws_setup_ns: 0.255
grt_pass1_vias: 983
yosysTopAreaCellShare: 0.401
dp_hpwl_mm: 1.96
timing.final.hold_violations: 0
num-fill-cells: 685
core_util_floorplan: 0.207
yosys.stat.seqShare: 0.401
[routing by layer]
layer,vias up,global-route usage
met5,-,0
met4,0,0.00761
met3,2,0.0125
met2,10,0.0866
met1,484,0.0746
li1,566,-
[layout make-up]
type | instances | area, µm² | share of cell area
Clock buffer | 4 | 55.1 | 0.0351
Inverter | 2 | 7.51 | 0.00479
Multi-Input combinational cell | 111 | 718 | 0.458
Sequential cell | 26 | 520 | 0.332
Tap cell | 77 | 96.3 | 0.0615
Timing Repair Buffer | 16 | 170 | 0.109
[cell usage in the layout, fill, tap and decap left out, types with 5 or more instances in the layout]
| cell | n |
|---|---|
| dfxtp_1 | 26 |
| o21ai_0 | 8 |
| nor2_1 | 16 |
| nand3_1 | 9 |
| or3_1 | 5 |
| a21oi_1 | 10 |
| nand2_1 | 6 |
| nand4_1 | 8 |
| xor2_1 | 10 |
| clkdlybuf4s50_1 | 15 |
[power groups by stage]
stage / combinational, mW / sequential (mW) / clock [mW]
after CTS: 0.0373 / 0.377 / 0.253
after global routing: 0.0397 / 0.378 / 0.264
final: 0.0363 / 0.377 / 0.240
[final timing paths]
kind / end / from / slack [ns]
setup / recovery: onSeg[0] / counter[4] / 0.25
hold / removal: counter[0] / counter[0] / 0.46
setup reg to reg: counter[22] / counter[0] / 0.84
hold reg to reg: counter[0] / counter[0] / 0.46
[state kept, by name, indices dropped and copies added, names as in the netlist]
register / cells
seg_en: 1
counter: 25
[synth_stat cells (2+ instances only)]
library cell  number
a21oi_1           10
and3_1             2
and4_1             4
buf_2              3
buf_6              3
dfxtp_1           26
inv_1              2
mux2_2             4
nand2_1            6
nand3_1            9
nand4_1            8
nor2_1            16
nor4_1             3
o21ai_0            8
o31ai_1            4
or3_1              5
or3_2              3
or4_1              4
xnor2_1            2
xor2_1            10
[worst reg2reg max path: cells and delay by family, from the launching register on]
kind | cells | cell delay, ns
and+or+nand+nor | 2 | 0.56
AOI/OAI and AO/OA | 2 | 0.48
DFF | 1 | 0.37
adders and majority gates | 1 | 0.23
buffers and inverters | 1 | 0.21
[metrics by stage]
step                area [µm²]  hold slack, ns  std cells
detailed placement        1510           0.447        232
finish                    1570           0.462        236
floorplan                 1300           0.426        146
global route              1570           0.518        236
CTS                       1570           0.469        236
global placement          1510           0.443        232
[kinds of logic after synthesis]
logic type / count (synthesis) / share of synthesized area
DFF: 26 / 0.401
adders and majority gates: 1 / 0.00963
xor gates and xnor gates: 12 / 0.0809
muxes: 4 / 0.0347
buffers and inverters: 9 / 0.0462
and+or+nand+nor: 68 / 0.308
AOI/OAI and AO/OA: 26 / 0.119
