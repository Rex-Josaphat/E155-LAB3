$ cat ./design.v
module keypadScanner(
        input logic clk,  
        input logic reset,  
        input logic [3:0] col,  
        output logic [3:0] rowScan,  
        output logic [3:0] row,  
        output logic en);  
        typedef enum logic [3:0] { S0, S1, S2,  
                                   S3, S4, S5,  
                                   S6, S7, S8,  
                                   S9, S10, S11  
        } statetype;
        statetype state, nextstate;
        logic keyPress; 
        logic [24:0] counter, DBcounter;
		logic clk_en;  
        always_ff @(posedge clk) begin
			if(!reset) begin
				counter <= 0;
				clk_en <= 1'b0;
			end else if (counter == 100_000 - 1) begin
				counter <= 0;
				clk_en <= 1'b1;
			end else begin
				counter <= counter + 1;
				clk_en <= 1'b0;
			end
		end
        assign keyPress = (col != 4'b0000) && ((col & (col - 1)) == 4'b0000);  
        always_ff @(posedge clk or negedge reset) begin
            if(!reset) state <= S0;
            else if (clk_en) state <= nextstate;  
        end
		localparam int unsigned DEBOUNCE = 24;
        always_ff @(posedge clk) begin
			if(!reset) DBcounter <= 0;
			else if (clk_en) begin
				if (state inside {S1, S4, S7, S10})begin
					if (keyPress && DBcounter < DEBOUNCE) begin
						DBcounter <= DBcounter + 1;
					end else if (!keyPress) begin
						DBcounter <= 0;
					end
				end else begin
					DBcounter <= 0;
				end
			end
		end
        always_comb begin
            unique case (state)
                S0:  if(keyPress) nextstate = S1;
                     else         nextstate = S3;
                S1:  if(!keyPress)nextstate = S3; 
                     else         nextstate = (DBcounter >= DEBOUNCE ? S2 : S1); 
                S2:  if(keyPress) nextstate = S2;
                     else         nextstate = S3; 
                S3:  if(keyPress) nextstate = S4; 
                     else         nextstate = S6; 
                S4:  if(!keyPress)nextstate = S6;
                     else         nextstate = (DBcounter >= DEBOUNCE ? S5 : S4);  
                S5:  if(keyPress) nextstate = S5;
                     else         nextstate = S6; 
				S6:  if(keyPress) nextstate = S7;
                     else         nextstate = S9; 
                S7:  if(!keyPress)nextstate = S9;
                     else         nextstate = (DBcounter >= DEBOUNCE ? S8 : S7); 
                S8:  if(keyPress) nextstate = S8;
                     else         nextstate = S9; 
                S9:  if(keyPress) nextstate = S10;
                     else         nextstate = S0; 
                S10: if(!keyPress)nextstate = S0;
                     else         nextstate = (DBcounter >= DEBOUNCE ? S11 : S10); 
                S11: if(keyPress) nextstate = S11;
                     else         nextstate = S0; 
                default:          nextstate = S0;
            endcase
        end
    	assign row[0] = (state inside {S0,  S1,  S2 });
    	assign row[1] = (state inside {S3,  S4,  S5 });
    	assign row[2] = (state inside {S6,  S7,  S8 });
    	assign row[3] = (state inside {S9,  S10, S11});
        assign rowScan = row;
    	assign en = clk_en && keyPress &&
                	( ((state == S1)  && (DBcounter == DEBOUNCE - 1)) ||
                	  ((state == S4)  && (DBcounter == DEBOUNCE - 1)) ||
                	  ((state == S7)  && (DBcounter == DEBOUNCE - 1)) ||
                	  ((state == S10) && (DBcounter == DEBOUNCE - 1)) ); 
endmodule
$ cat ./run.sh
#!/bin/bash
# OpenROAD 26Q1-2900-gdf79404cd8, Yosys 0.63+post, stock flow scripts
make -C /OpenROAD-flow-scripts/flow DESIGN_CONFIG=/design/flow/config.mk WORK_HOME=/design/flow/orfs finish
$ cat ./config.mk
export PLATFORM = sky130hd
export DESIGN_NAME = keypadScanner
export DESIGN_NICKNAME = keypadScanner
export VERILOG_FILES = /design/flow/design.v
export SDC_FILE = /design/flow/constraint.sdc
export NUM_CORES = 4
export LEC_CHECK = 1
export CORE_UTILIZATION = 30
export SYNTH_HDL_FRONTEND = slang
$ cat ./constraint.sdc
current_design keypadScanner

set clk_period 3.8
set clk_io_pct 0.2

create_clock -name clk0 -period $clk_period [get_ports {clk}]

set non_clock_inputs [all_inputs -no_clocks]
set_input_delay [expr $clk_period * $clk_io_pct] -clock clk0 $non_clock_inputs
set_output_delay [expr $clk_period * $clk_io_pct] -clock clk0 [all_outputs]
==> flow_summary.yaml <==
# flow metrics
run_status:
  status: "finished clean"
drt:
  postRouteAntennaNets: 0
  routed_wl_um: 5000
  routedWlPerCell_um: 12.0
  viasPerCell: 4.93
  num_antenna_cells: 0
  firstDrtPassIters: 4
  drc: 0
  vias: 2054
  drt_iter0_drc: 71
synth:
  netlist_top_cells_area: "dfxtp_1 37%, dfrtp_1 10%, nor2_1 4.7%"
  async_flop_share_pct: 19.0
  top_area_share_pct: 37.4
  ys_chip_area_um2: 2730
  yosysWarnings: 0
  numSynthFlops: 63
  yosysTopAreaCell: "dfxtp_1"
  synth_area_per_cell_um2: 9.35
  synth_top_flop_cell: "dfxtp_1"
  netlist_instances: 292
  yosys_cells: 292
  synth_area_um2: 2730
  ys_seq_share_pct: 48.5
  edf_count: 0
  yosysUniqueCellTypes: 42
die:
  io_pins: 15
  fp_util_pct: 31.1
  rows: 34
  core_area_um2: 8760
  chipArea_um2: 9480
  die_x_um: 97.4
  die_y_um: 97.4
power_and_ir_drop:
  p_leak_nw: 1.16
  p_seq_share_pct: 51.8
  switching_share_pct: 21.2
  power_switching_mw: 0.273
  p_clk_share_pct: 45.5
  irDropWorstVdd_uv: 178
  pwr-share-comb_pct: 2.7
  power_density_nw_per_um2: 408
  p_int_mw: 1.02
clock_tree:
  clock_latency_ns: 0.33
  clk_pin_slew_ns: 0.07
  htreeDepth: 3
  cts_setup_buffers: 0
  cts-root-buf: "clkbuf_8"
  clk_path_buf_depth: 2
  cts.sinks: 63
  cts-buffers-inserted: 9
  tritoncts: "done"
final_timing:
  fmaxAchievable_mhz: 274
  setup_viol: 0
  final.period_utilization_pct: 96.0
  skew_ns: 0.00838
  rsz0062_at_grt: "false"
  worst_slew_pin_slew_ns: 0.741
  relSlewSlack_pct: 50.5
  finalHoldViolations: 0
  setup-tns-final_ns: 0
  slew_viol_final: 0
  min_period_ns: 3.65
worst_setup_path:
  r2r_slack_ns: 1.53
  crit_fanout: 5
  crit_end: "en"
  startpoint_type: "primary input"
  r2r_end: "DBcounter[3]"
  cp.required_ns: 3.04
  regToRegStartpoint: "DBcounter[18]"
  rr_worst_depth: 5
  arrival_ns: 2.89
  crit_path_end_kind: "output pin"
  worstSetupPathType: "primary input to output pin"
  critPathLaunch: "col[0]"
worst_hold_path:
  hold_path_class: "flip-flop to flip-flop"
cells_and_area:
  stdcell_count: 417
  fill_cells: 878
  syn_to_final_growth_pct: 15.7
  drive_gt1_share_pct: 8.74
global_route:
  grt_pass1_wl_um: 9270
  grt_pass1_vias: 1965
  track_usage_pct: 11.9
  grt_max_degree: 25
  overflow: 0
  antenna_found_initial: 0
placed_design:
  dp_hpwl_um: 3320
  io_buffer_count: 14
  dp.cells: 401
  gp_congestion: 0.798
job:
  warnings: 27
  cap_violations: 0
==> what timing repair did <==
item / 4_1_cts / 5_1_grt
endpoints found under the setup margin: 0 / 1
gates resized: 0 / 1
hold buffers: 0 / 0
==> layout by cell type (no fill, tap or decap), types with 2 or more instances in the layout <==
master / netlist / routed
nor4_1: 11 / 10
o21ai_0: 4 / 4
dfxtp_1: 51 / 51
dfrtp_1: 11 / 11
nand2b_1: 3 / 3
nor3_1: 4 / 4
a211oi_1: 2 / 2
and4_1: 3 / 3
o21ai_1: 2 / 2
clkbuf_8: 0 / 11
nand3_1: 15 / 15
xnor2_1: 10 / 10
clkdlybuf4s50_1: 0 / 14
inv_1: 10 / 10
o21a_1: 3 / 3
ha_1: 3 / 3
nor2_1: 34 / 34
and2_1: 19 / 19
a31oi_1: 6 / 6
or4_1: 5 / 5
a22o_1: 4 / 4
o211ai_1: 2 / 2
xor2_1: 14 / 14
nand2_1: 18 / 18
buf_4: 4 / 2
or4b_4: 2 / 2
and3_1: 9 / 9
nand4_1: 13 / 13
or3_1: 4 / 4
a21bo_2: 2 / 2
a21boi_1: 2 / 2
clkinv_2: 0 / 2
==> layer usage <==
layer | vias to the layer above | global-route usage (%) | part of all wire [%]
li1 | 1060 | - | -
met1 | 953 | 18.1 | 51
met2 | 33 | 17.5 | 43
met3 | 8 | 3.44 | 4.9
met4 | 0 | 1.58 | 1.3
met5 | - | 0 | 0
==> cell usage after synthesis (3+ instances only) <==
| cell type | instances |
|---|---|
| dfxtp_1 | 51 |
| nor2_1 | 34 |
| and2_1 | 19 |
| nand2_1 | 18 |
| nand3_1 | 15 |
| xor2_1 | 14 |
| nand4_1 | 13 |
| dfrtp_1 | 11 |
| nor4_1 | 11 |
| inv_1 | 10 |
| xnor2_1 | 10 |
| and3_1 | 9 |
| clkbuf_1 | 7 |
| a31oi_1 | 6 |
| or4_1 | 5 |
| a22o_1 | 4 |
| buf_2 | 4 |
| buf_4 | 4 |
| nor3_1 | 4 |
| o21ai_0 | 4 |
| or3_1 | 4 |
| and4_1 | 3 |
| ha_1 | 3 |
| nand2b_1 | 3 |
| o21a_1 | 3 |
==> stage by stage <==
| step | utilization [%] | hold WS [ns] | power, mW | instance area [µm²] | setup slack, ns |
|---|---|---|---|---|---|
| detailed placement | 33.6 | 0.445 | 0.718 | 2940 | 0.0909 |
| global placement | 33.6 | 0.438 | 0.717 | 2940 | 0.180 |
| CTS | 36.0 | 0.462 | 1.31 | 3150 | 0.0715 |
| finish | 36.0 | 0.459 | 1.29 | 3160 | 0.150 |
| global route | 36.0 | 0.472 | 1.34 | 3160 | 0.0249 |
| floorplan | - | 0.425 | 0.701 | 2730 | 1.33 |
==> worst max-delay path, stage by stage <==
cell,delay [ns]
clkdlybuf4s50_1,0.46
or4b_4,0.57
o311ai_2,0.14
nand3_4,0.15
nor4_2,0.31
clkdlybuf4s50_1,0.50
==> kinds of logic (layout without fill, tap and decap cells) <==
kind of cell	Yosys count	in the layout	share of synthesized area (%)
buffers and inverters	25	42	4.17
XOR/XNOR	24	24	7.70
flip-flops	63	63	48.5
adder cells (fa/ha/maj)	3	3	1.38
AND/OR/NAND/NOR	144	144	29.1
AND-OR/OR-AND	33	33	9.17
==> worst min-delay path by stage <==
stage	startpoint	endpoint	cells after the start
after CTS	counter[0]	counter[0]	1
after global routing	counter[0]	counter[0]	1
final	counter[0]	counter[0]	1
==> layout make-up <==
class | instances | area, µm² | area share (%)
timing repair buffer | 16 | 155 | 4.91
clock inverter | 5 | 56.3 | 1.78
multi-input combinational | 204 | 1300 | 41.1
clock buffer | 11 | 151 | 4.80
tap | 108 | 135 | 4.28
sequential | 63 | 1320 | 41.9
inverter | 10 | 37.5 | 1.19
==> power groups by stage <==
| stage | combinational (mW) | sequential [mW] | clock (mW) |
|---|---|---|---|
| after CTS | 0.0361 | 0.667 | 0.606 |
| after global routing | 0.0402 | 0.667 | 0.636 |
| final | 0.0354 | 0.667 | 0.586 |
==> state kept, by name, summed over array words and instances (netlist names) <==
name	cells
state	12
DBcounter	25
clk_en	1
counter	25
No activity file was given, so power comes from the tool's default toggle rates.
