### ./design.v
module sevenSegDispCtrl(
        input logic [3:0] sw,
        output logic [6:0] SegDisp);
        always_comb begin
            case (sw)
                4'h0 : SegDisp = 7'b1000000;
                4'h1 : SegDisp = 7'b1111001;
                4'h2 : SegDisp = 7'b0100100;
                4'h3 : SegDisp = 7'b0110000;
                4'h4 : SegDisp = 7'b0011001;
                4'h5 : SegDisp = 7'b0010010;
                4'h6 : SegDisp = 7'b0000010;
                4'h7 : SegDisp = 7'b1111000;
                4'h8 : SegDisp = 7'b0000000;
                4'h9 : SegDisp = 7'b0010000;
                4'ha : SegDisp = 7'b0001000;
                4'hb : SegDisp = 7'b0000011;
                4'hc : SegDisp = 7'b1000110;
                4'hd : SegDisp = 7'b0100001;
                4'he : SegDisp = 7'b0000110;
                4'hf : SegDisp = 7'b0001110;
                default: SegDisp = 7'b1111111;  
            endcase            
        end
endmodule
### ./run.sh
#!/bin/bash
# OpenROAD 26Q1-2900-gdf79404cd8, Yosys 0.63+post, stock flow scripts
make -C /OpenROAD-flow-scripts/flow DESIGN_CONFIG=/design/flow/config.mk WORK_HOME=/design/flow/orfs finish
### ./config.mk
export PLATFORM = sky130hd
export DESIGN_NAME = sevenSegDispCtrl
export DESIGN_NICKNAME = sevenSegDispCtrl
export VERILOG_FILES = /design/flow/design.v
export SDC_FILE = /design/flow/constraint.sdc
export NUM_CORES = 4
export LEC_CHECK = 1
export CORE_AREA = 10 10 70 70
export DIE_AREA = 0 0 80 80
export SYNTH_HDL_FRONTEND = slang
### ./constraint.sdc
current_design sevenSegDispCtrl

set clk_period 2.0
set clk_io_pct 0.2

create_clock -name clk0 -period $clk_period

set non_clock_inputs [all_inputs -no_clocks]
set_input_delay [expr $clk_period * $clk_io_pct] -clock clk0 $non_clock_inputs
set_output_delay [expr $clk_period * $clk_io_pct] -clock clk0 [all_outputs]
==> results.txt <==
Flow results are below.

- The run finished with clean final reports.
- For reference, the post-synthesis area per instance comes to 8.60 um2.
- The startpoint class of the critical path is a primary input, for reference.
- Pin placement for this block handled 11 I/O pins.
- Looking at the setup timing report, the critical path kind is primary input to output pin.
- The proportion of layout cells with a drive suffix above 1 is between 50% and 60%, for reference.
- The number of setup violations in the final report is 0, for reference.
- The routed design shows a wire length per standard cell of 7.94 um.
- Setup repair after global routing left no endpoint under its margin.
- The flow reported a cell area power density of 168 nW/um2.
- The utilization after layout is between 10% and 20%, for reference.
- The slowest cell on the critical path is sky130_fd_sc_hd__mux2_2, for reference.
- The number of hold buffers added after CTS is 0, for reference.
- The fraction of post-synthesis cell area in the top cell type by area is 31.8%, for reference.
- The part of the cycle the worst path needs is 96.8%, for reference.
- Summing all placed instances gives a cell area of 509 um2.
- The most popular library cell in the synthesized design by count is sky130_fd_sc_hd__ha_1, for reference.
- The cell family with the largest share of critical-path delay is buffers and inverters, for reference.
- The initial antenna violation count is 0, for reference.
- The overall power of the completed layout is 0.0967 mW, for reference.
- For this run, the detailed router's first-pass iteration total came to 2.
- The filler cells instantiated in the layout total 377.
- The synthesized netlist has a Yosys-reported chip area of 275 um2.
- The cell area after synthesis is 275 um2, for reference.
- Global routing finished with a remaining overflow of 0.
- The non-filler instance count after layout is 101, for reference.
- Once iteration 0 of detailed routing completed, the report listed 4 DRC markers.
- The post-synthesis cell count from yosys is 32, for reference.
- The final timing report lists a hold violation count of 0.
- The total routed wirelength is roughly 800 um, for reference.
- The signal on the critical path passes through buf_4 > buf_4 > ha_4 > mux2_2 > a22o_1 > dlygate4sd2_1.
- Cell internal power was estimated by the tool at approximately 0.06 mW.
- The static power due to leakage is 0.301 nW, for reference.
- Yosys reports that the most numerous cell types are sky130_fd_sc_hd__ha_1 (7), sky130_fd_sc_hd__nor2_1 (5), sky130_fd_sc_hd__mux2i_1 (4).
- The fraction of the yosys area taken by sequential cells is 0%, for reference.
- The number of warnings reported in the yosys synthesis log is 0, for reference.
- The element type at the critical path end is an output pin, for reference.
- The number of remaining DRC errors is 0, for reference.
- The layout stage reports a final design area of 576 um2.
- The vertical die dimension is 80 um, for reference.
- The cell repeated most along the worst path is sky130_fd_sc_hd__buf_4, for reference.
- The first-pass GRT wire length is 1260 um, for reference.
- The worst setup slack before clock tree synthesis is -0.731 ns, for reference.
- The power spent charging and discharging nets is 0.0378 mW, for reference.
- Per the placement report, the placed cell count is 98.
- The fraction of power consumed by sequential logic is 0%, for reference.
- In the post-synthesis netlist, the biggest area contributors are sky130_fd_sc_hd__ha_1 (32%), sky130_fd_sc_hd__mux2i_1 (15%), sky130_fd_sc_hd__mux4_1 (9.5%), sky130_fd_sc_hd__nor2_1 (6.8%), sky130_fd_sc_hd__a22o_1 (6.4%).
- The overall die width is about 80 um, for reference.
- The number of vias per cell after detailed routing is 3.06, for reference.
- The remaining antenna violation count after routing is 0, for reference.
- The number of buffer cells added on primary ports is 11, for reference.
- Summed over all nets, the half-perimeter wirelength after detailed placement is 649 um.
- The fraction of power spent switching nets is a little under 40%, for reference.
- Counting I/O delays and the setup requirement, the final critical path takes 1.94 ns.
- The tally of clock buffers in the finished layout is 0, for reference.
- Headroom to the max-slew limit came out at approximately nine tenths.
- The peak fanout along the critical path is 4, for reference.
- The core area is 3420 um2, for reference.
- The initial utilization of the core area, before any placement, comes to 8.06%.
- In this design, the stage delay of the slowest critical-path cell is 0.25 ns.
- The area of all sequential standard cells is 0 um2, for reference.
- The max-slew violation count is 0, for reference.
- The highest clock rate is ~520 MHz, for reference.
- The total routing resource utilization after global routing is around 2.2%, for reference.
- The critical path contains buffers and inverters numbering 3 combined.
- The run reported a max-capacitance violation count of 0.
- The clock network accounts for 0% of the total power.
- The stage logs contain a warning count of 39.
- The number of global-route vias before repair is 305.
- Routability-driven placement finished with a final weighted congestion of 0.800.
- The total antenna diodes in the routed design is 0, for reference.
- Setup slack closes at 0.0634 ns.
- The number of cell rows is 21, for reference.
- Looking at the max-slew report, the worst-margin pin has a slew of 0.136 ns.
- The area enclosed by the die boundary is about 6400 um2, for reference.
- Entering global routing, the biggest net connects 9 pins.
- The number of instances in the synthesized netlist is 32, for reference.
- The signal arrival time at the worst endpoint is roughly 1.5 ns, for reference.
- The worst ir drop on vdd is 0.0234 mV, for reference.
- The area growth from synthesis to final layout is 109%, for reference.
- Combinational logic is responsible for approximately 100% of the overall power.
- In the Yosys stats the netlist draws on 15 distinct library cells.
- Summing over every cut layer, the via total after detailed routing is approximately 310.
- For the worst setup path, the data required time is 1.60 ns.
- The min-delay analysis places its worst path in the category primary input to output pin.
- The leading area contributor after synthesis is sky130_fd_sc_hd__ha_1, for reference.
- The number of sequential cells is 0, for reference.
==> path summary, 6_finish.rpt <==
kind | end | from | depth (start not counted) | slack, ns
min | SegDisp[2] | sw[3] | 4 | 1.27
max | SegDisp[6] | sw[0] | 6 | 0.06
==> metrics by stage <==
step	hold slack (ns)	setup TNS (ns)
finish	1.27	0
global placement	1.88	-3.77
CTS	1.41	-0.0569
detailed placement	1.90	-3.81
global route	1.33	0
floorplan	0.900	0
==> per-layer routing <==
metal / global-route usage [%] / up-vias / share of wire (%)
met4: 0 / 0 / 0
met3: 0.568 / 0 / 7.6
met2: 4.49 / 6 / 51
met1: 2.38 / 142 / 41
met5: 0 / - / 0
li1: - / 161 / -
==> cells by family (layout without fill, tap and decap cells) <==
kind of cell	after synthesis	in the layout	share of synthesized area, %
multiplexers	6	6	28.2
AND/OR/NAND/NOR	8	8	14.5
adder cells (fa/ha/maj)	7	7	31.8
buffers and inverters	5	28	10.0
AND-OR/OR-AND	6	6	15.5
==> cell type report <==
class	count	area, um2	share of cell area [%]
inverters	3	16.3	2.83
well taps	46	57.6	10.0
multi-input cells	27	290	50.4
repair buffers	25	211	36.7
==> power groups by stage <==
| stage | logic (mW) | registers [mW] | clock network [mW] |
|---|---|---|---|
| 5_1_grt | 0.110 | 0 | 0 |
| 4_1_cts | 0.0972 | 0 | 0 |
| 6_report | 0.0967 | 0 | 0 |
==> cells in the final DEF, fill, tap and decap left out, drive strengths merged, types with 2 or more instances in the layout <==
cell type,Yosys,final
dlymetal6s2s,0,3
buf,2,18
ha,7,7
a22o,2,2
inv,3,3
nor2,5,5
o21ai,2,2
dlygate4sd2,0,3
mux2i,4,4
==> what timing repair did <==
action                     in CTS  in global routing
setup endpoints to repair       7                  5
pin swaps                       3                  2
resized                        32                 10
setup buffers                   3                  0
hold endpoints to repair        0                  0
No activity file was given, so power comes from the tool's default toggle rates.
